**/design/flow/run.sh**
```bash
#!/bin/bash
# OpenROAD 26Q1-2900-gdf79404cd8, Yosys 0.63+post, stock flow scripts
make -C /OpenROAD-flow-scripts/flow DESIGN_CONFIG=/design/flow/config.mk WORK_HOME=/design/flow/orfs finish
```
**/design/flow/constraint.sdc**
```tcl
current_design max2

set clk_period 6.0
set clk_io_pct 0.2

create_clock -name clk0 -period $clk_period [get_ports {clock}]

set non_clock_inputs [all_inputs -no_clocks]
set_input_delay [expr $clk_period * $clk_io_pct] -clock clk0 $non_clock_inputs
set_output_delay [expr $clk_period * $clk_io_pct] -clock clk0 [all_outputs]
```
**/design/flow/config.mk**
```make
export PLATFORM = sky130hd
export DESIGN_NAME = max2
export DESIGN_NICKNAME = max2
export VERILOG_FILES = /design/flow/design.v
export SDC_FILE = /design/flow/constraint.sdc
export NUM_CORES = 4
export LEC_CHECK = 1
export CORE_UTILIZATION = 50
```
**/design/flow/design.v**
```verilog
module max2
(
    input           clock,
    input   [3:0]   key,
    output  [7:0]   led,
    output          f0, f1, f2,
    output          f3, f4, f5,
    output          dp, dn, pt
);
wire [15:0] address;
assign led = out;
assign {dp, dn, pt} = {rd, we};
assign {f0, f1, f2, f3, f4, f5} = address[5:0] + address[11:6] + address[15:11];
core Core6502
(
    .clock      (clock),
    .ce         (1'b1),
    .reset_n    (key[0]),
    .address    (address),
    .in         ({key[3:0], ~key[3:0]}),
    .out        (out),
    .rd         (rd),
    .we         (we)
);
endmodule
module core
(
    input               clock,
    input               reset_n,
    input               ce,
    output      [15:0]  address,
    input       [ 7:0]  in,
    output reg  [ 7:0]  out,
    output reg          rd,
    output reg          we
);
assign address = cp ? ab : pc;
localparam
    LDC = 0,
    ZP  = 1,    ZPX = 2,    ZPY = 3,
    ABS = 4,    ABX = 5,    ABY = 6,    ABZ = 7,
    IX  = 8,    IX2 = 9,    IX3 = 10,
    IY  = 11,   IY2 = 12,   IY3 = 13,
    RUN = 14,   BRA = 15,
    JP1 = 16,   JP2 = 17,
    JND = 18,   TRM = 19,   POP = 20,   JSR = 21,
    RTS = 22,   BRK = 23,   RTI = 24;
localparam
    ORA = 0,    AND = 1,    EOR = 2,    ADC = 3,
    STA = 4,    LDA = 5,    CMP = 6,    SBC = 7,
    ASL = 8,    ROL = 9,    LSR = 10,   ROR = 11,
    BIT = 13,   DEC = 14,   INC = 15;
localparam
    DST_A = 0,  DST_X = 1,  DST_Y = 2,  DST_S = 3,
    SRC_D = 0,  SRC_X = 1,  SRC_Y = 2,  SRC_A = 3;
reg [ 7:0]  a, x, y, s, p;
reg         cp;
reg [ 4:0]  t;           
reg [ 2:0]  m;           
reg [15:0]  ab, pc;
reg [ 7:0]  op, w;       
reg [ 3:0]  alu;         
reg [ 1:0]  dst, src, vec;
wire [8:0] zpx = in + x;
wire [8:0] zpy = in + y;
wire [3:0] bra = {p[1], p[0], p[6], p[7]};  
wire [7:0] sn  = s + 1;
always @(posedge clock)
if (reset_n == 1'b0) begin
    p   <= 8'b01100001;
    t   <= 1'b0;
    cp  <= 1'b0;
    pc  <= 16'h0000;
    a   <= 8'h80;
    x   <= 8'hFE;
    y   <= 8'hDA;
    s   <= 8'h00;
    t   <= BRK;
    vec <= 2'b00;        
    m   <= 3;            
end
else if (ce) begin
    rd  <= 1'b0;
    we  <= 1'b0;
    case (t)
    LDC: begin
        pc  <= pc + 1;
        m   <= 0;
        op  <= in;
        dst <= DST_A;
        src <= SRC_D;
        casex (in)
        8'b000_000_00: t <= BRK;  
        8'b010_000_00: t <= RTI;  
        8'b010_011_00: t <= JP1;  
        8'b011_011_00: t <= JND;  
        8'b001_000_00: t <= JSR;  
        8'b011_000_00: t <= RTS;  
        8'bxxx_000_x1: t <= IX;
        8'bxxx_010_x1,
        8'b1xx_000_x0: t <= RUN;  
        8'bxxx_100_x1: t <= IY;
        8'bxxx_110_x1: t <= ABY;
        8'bxxx_001_xx: t <= ZP;
        8'bxxx_011_xx,
        8'b001_000_00: t <= ABS;
        8'b10x_101_1x: t <= ZPY;
        8'bxxx_101_xx: t <= ZPX;
        8'b10x_111_1x: t <= ABY;
        8'bxxx_111_xx: t <= ABX;
        8'bxxx_100_00: t <= BRA;
        default:       t <= RUN;
        endcase
        casex (in)
        8'b000_000_00: begin pc <= pc + 2; vec <= 3; end
        8'bxxx_xxx_01: begin alu <= in[7:5]; end
        8'b100_xx1_x0: begin alu <= STA; end
        8'b101_xx1_x0,
        8'b101_000_x0,
        8'b101_010_00,
        8'b10x_010_10,
        8'b100_110_00: begin alu <= LDA; end
        8'b11x_000_00,
        8'b11x_xx1_00: begin alu <= CMP; end
        8'b001_0x1_00: begin alu <= BIT; end
        8'b110_xx1_10,
        8'b100_010_00,
        8'b110_010_10: begin alu <= DEC; end
        8'b111_xx1_10,
        8'b11x_010_00: begin alu <= INC; end
        8'b00x_110_00: begin p[0] <= in[5]; t <= LDC; end  
        8'b01x_110_00: begin p[2] <= in[5]; t <= LDC; end  
        8'b101_110_00: begin p[6] <= 1'b0;  t <= LDC; end  
        8'b11x_110_00: begin p[3] <= in[5]; t <= LDC; end  
        8'b0xx_010_10: begin alu <= {1'b1, in[7:5]}; src <= SRC_A; end
        8'b0xx_xx1_10: begin alu <= {1'b1, in[7:5]}; end
        8'b111_010_10: begin t <= LDC; end
        8'b100_110_10: begin t <= LDC; s <= x; end
        8'b101_110_10: begin x <= s; p[7] <= s[7]; p[1] <= s == 0; t <= LDC; end
        8'b0x0_010_00: begin
            t   <= TRM;
            we  <= 1;
            cp  <= 1;
            out <= in[6] ? a : (p | 8'h30);
            ab  <= {8'h01, s};
            s   <= s - 1;
        end
        8'b0x1_010_00: begin t <= POP; cp <= 1; ab <= {8'h01, sn}; s <= sn; end
        8'b01x_000_00: begin cp <= 1; ab <= {8'h01, sn}; end
        endcase
        casex (in)
        8'h86, 8'hA6, 8'hB6, 8'h96, 8'h8E, 8'hAE,
        8'hBE, 8'hA2, 8'hCA, 8'hE8, 8'h9A,
        8'hE0, 8'b111_xx1_00:
            dst <= DST_X;
        8'hA0, 8'h84, 8'hA4, 8'h88, 8'hC8,
        8'h8C, 8'hAC, 8'h94, 8'hB4, 8'hBC,
        8'hC0, 8'b110_xx1_00:
            dst <= DST_Y;
        endcase
        case (in)
        8'hE8, 8'hCA, 8'h8A: src <= SRC_X;  
        8'h88, 8'hC8, 8'h98: src <= SRC_Y;  
        8'hA8, 8'hAA:        src <= SRC_A;  
        endcase
    end
    ZP:  begin t <= RUN; ab <= in;       cp <= 1; rd <= 1; pc <= pc + 1; end
    ZPX: begin t <= RUN; ab <= zpx[7:0]; cp <= 1; rd <= 1; pc <= pc + 1; end
    ZPY: begin t <= RUN; ab <= zpy[7:0]; cp <= 1; rd <= 1; pc <= pc + 1; end
    ABS: begin t <= ABZ; pc <= pc + 1; ab <= in; end
    ABX: begin t <= ABZ; pc <= pc + 1; ab <= zpx; end
    ABY: begin t <= ABZ; pc <= pc + 1; ab <= zpy; end
    ABZ: begin t <= RUN; pc <= pc + 1; ab[15:8] <= ab[15:8] + in; cp <= 1; rd <= 1; end
    IX:  begin t <= IX2; pc <= pc + 1; cp <= 1; ab <= zpx[7:0]; end
    IY:  begin t <= IY2; pc <= pc + 1; cp <= 1; ab <= in; end
    IX2,
    IY2: begin t <= IX3; w  <= in; ab[7:0] <= ab[7:0] + 1; end
    IX3: begin t <= RUN; rd <= 1; ab <= {in, w}; end
    IY3: begin t <= RUN; rd <= 1; ab <= {in, w} + y; end
    BRA: begin t <= LDC; pc <= pc + 1 + ((bra[op[7:6]] == op[5]) ? {{8{in[7]}}, in[7:0]} : 0); end
    JP1: begin t <= JP2; pc <= pc + 1; w <= in; end
    JP2: begin t <= LDC; pc <= {in, w}; end
    JND: case (m)
        0: begin m <= 1;   ab[ 7:0] <= in; pc <= pc + 1; end
        1: begin m <= 2;   ab[15:8] <= in; pc <= pc + 1; cp <= 1; end
        2: begin m <= 3;   pc[ 7:0] <= in; ab[7:0] <= ab[7:0] + 1; end
        3: begin t <= LDC; pc[15:8] <= in; cp <= 0; end
    endcase
    POP: begin t <= LDC; cp <= 0; if (op[6]) a <= in; else p <= in; end
    JSR: case (m)
        0: begin m <= 1; w  <= in; pc <= pc + 1; end
        1: begin m <= 2; we <= 1; out <= pc[15:8]; ab      <= {8'h01, s};  pc[15:8] <= in; cp <= 1;end
        2: begin m <= 3; we <= 1; out <= pc[ 7:0]; ab[7:0] <= ab[7:0] - 1; pc[7:0]  <= w;  end
        3: begin t <= LDC; cp <= 0; s <= s - 2; end
    endcase
    RTS: case (m)
        0: begin m <= 1;   pc[7:0] <= in; ab[7:0] <= ab[7:0] + 1; end
        1: begin t <= LDC; pc <= {in, pc[7:0]} + 1; s <= s + 2; end
    endcase
    BRK: case (m)
        0: begin m <= 1;    we <= 1; ab      <= {8'h01, s};  out <= pc[15:8]; cp <= 1; s <= s - 3; end
        1: begin m <= 2;    we <= 1; ab[7:0] <= ab[7:0] - 1; out <= pc[ 7:0]; end
        2: begin m <= 3;    we <= 1; ab[7:0] <= ab[7:0] - 1; out <= p | 8'h10; p[2] <= 1'b1; end
        3: begin m <= 4;    ab <= {13'h1FFF, vec, 1'b0}; end
        4: begin m <= 5;    pc[ 7:0] <= in; ab[0] <= 1'b1; end
        5: begin t <= LDC;  pc[15:8] <= in; cp <= 0; end
    endcase
    RTI: case (m)
        0: begin m <= 1;   p        <= in; ab[7:0] <= ab[7:0] + 1; end
        1: begin m <= 2;   pc[ 7:0] <= in; ab[7:0] <= ab[7:0] + 1; end
        2: begin t <= LDC; pc[15:8] <= in; s <= s + 3; cp <= 0; end
    endcase
    RUN: begin
        cp <= 0;
        t  <= LDC;
        casex (op) 8'bxxx_010_x1, 8'b1xx_000_x0: pc <= pc + 1; endcase
        casex (op)
            8'b100_xxx_01,
            8'b100_xx1_x0: begin t <= TRM; out <= R; we <= 1'b1; cp <= 1'b1; end
            8'bxxx_xxx_01,
            8'b0xx_010_10,
            8'b100_010_10,
            8'b100_110_00: begin a <= R; p <= F; end
            8'b101_xx1_00,
            8'b101_000_00,
            8'b1x0_010_00,
            8'b101_010_00: begin y <= R; p <= F; end
            8'b101_xx1_10,
            8'b101_000_10,
            8'b111_010_00,
            8'b110_010_10,
            8'b101_010_10: begin x <= R; p <= F; end
            8'b0xx_xx1_10,
            8'b11x_xx1_10: begin t <= TRM; out <= R; we <= 1'b1; cp <= 1'b1; p <= F; end
            8'b110_xxx_01,
            8'b11x_000_00,
            8'b11x_xx1_00,
            8'b001_0x1_00: begin p <= F; end
        endcase
    end
    TRM: begin cp <= 0; t <= LDC; end
    endcase
end
wire [7:0] op1 =
    dst == DST_A ? a :
    dst == DST_X ? x :
    dst == DST_Y ? y : s;
wire [7:0] op2 =
    src == SRC_A ? a :
    src == SRC_X ? x :
    src == SRC_Y ? y : in;
wire [8:0] R =
    alu == ORA ? op1 | op2 :
    alu == AND ? op1 & op2 :
    alu == EOR ? op1 ^ op2 :
    alu == ADC ? op1 + op2 + cin :
    alu == STA ? op1 :
    alu == LDA ? op2 :
    alu == CMP ? op1 - op2 :
    alu == SBC ? op1 - op2 - !cin :
    alu == ASL ? {op2[6:0], 1'b0} :
    alu == ROL ? {op2[6:0], cin} :
    alu == LSR ? {1'b0, op2[7:1]} :
    alu == ROR ? {cin, op2[7:1]} :
    alu == BIT ? op1 & op2 :
    alu == DEC ? op2 - 1 :
    alu == INC ? op2 + 1 : 0;
wire sign  =  R[7];         
wire zero  = ~|R[7:0];      
wire oadc  = (op1[7] ^ op2[7] ^ 1'b1) & (op1[7] ^ R[7]);
wire osbc  = (op1[7] ^ op2[7] ^ 1'b0) & (op2[7] ^ R[7]);
wire cin   =  p[0];
wire carry =  R[8];
wire [7:0] F =
    alu == ADC ? {sign, oadc, p[5:2], zero,  carry} :
    alu == CMP ? {sign,       p[6:2], zero, ~carry} :
    alu == SBC ? {sign, osbc, p[5:2], zero, ~carry} :
    alu == ASL || alu == ROL ? {sign, p[6:2], zero, op2[7]} :
    alu == LSR || alu == ROR ? {sign, p[6:2], zero, op2[0]} :
    alu == BIT ? {op2[7:6], p[5:2], zero, p[0]} :
                 {sign,     p[6:2], zero, p[0]};
endmodule
```
==> changes_impl.md <==
### Implementation results

* Status: finished, final reports clean
* Final worst setup slack at 0.8129 ns
* Port bufs at 13
* Yosys synthesis chip area at 12,810 µm²
* Avg Cell Area, Syn at 7.580 µm²
* Top logic family: AND-OR/OR-AND gates
* Synth Warn # at 5
* Top post-synthesis cells by area: dfxtp_1 (14%), edfxtp_1 (8.7%), ha_1 (8.3%), a21oi_1 (5.4%), nor2_1 (5.2%)
* Setup repair bufs after CTS at 0
* RD Place Congestion at 1.019
* Final min period at 5.187 ns
* Total Power at 4097 µW
* H-tree levels at 4
* Lkg Pwr at 0.005402 µW
* Final antenna-violating net count at 0
* Post-synth EDFFs at 37
* Final critical-path share of the clock period at 86.45%
* Post-synth top cells: nor2_1 (178), nand2_1 (170), a21oi_1 (139)
* CTS resizes at 0
* Fp_density at 50.87%
* Synth unique cells at 99
* Yosys top cell by instances: nor2_1
* Worst hold path type: reg2reg
* Total number of vias at 12,860
* Final Util at 54.91%
* # hold bufs at CTS at 0
* First DRT Iteration DRCs at 1,105
* Basic Gates by Area at 21.38%
* First-pass GRT wire length at 72,760 µm
* DRC Markers at 0
* CP arrival at 5.51 ns
* XOR Share, Synth at 5.733%
* Max Buffers Root-to-Sink at 2
* Placement Rows at 58
* Post-synth ARST share at 0%
* Cell count in the Yosys report at 1,690
* Post-DP HPWL at 35,360 µm
* Die W at 162.1 µm
* Die area at 26,270 µm²
* CP required at 6.32 ns
* Pwr per Cell Area at 296.3 nW/µm²
* Syn-to-layout area delta at 7.941%
* Yosys adder share at 10.80%
* Setup Total Neg Slack at 0 ns
* Layout cells sized above 1 at 7.806%
* Final setup viols at 0
* TritonCTS clock tree: done
* Root buf cell: clkbuf_16
* Slew @ Worst Pin at 1.010 ns
* Largest fanout on the critical path at 5
* Aoi share at 28.01%
* Post-synth regs at 127
* Drt wl/cell at 23.47 µm
* Final WL at 47,450 µm
* DRT Pass-1 Iters at 7
* GRT Residual Overflow at 0
* Max incr delay on CP at 0.69 ns
* R2R setup slack at 1.18 ns
* Rel. slew slack at 31.63%
* Critical path's slowest cell: a2111oi_0
* Area leader, netlist: dfxtp_1
* Max frequency at 192.8 MHz
* Multiplexer share at 4.297%
* Later-pin clock latency in the skew report at 0.42 ns
* Pins Over Slew Limit at 0
* Max_cap viols at 0
* Core ar. at 25,180 µm²
* Final hold vios at 0
* VDD IR max at 0.1924 mV
* CP endpoint kind: register
* Mapped Cells at 1,690
* Area share, top type at 14.06%
* Largest net degree at the start of global routing at 55
* Register share after synthesis at 22.74%
* Post-synthesis instance area at 12,810 µm²
* CTS clk-pin slew, worst paths at 0.07 ns
* CP Cell Sequence: clkdlybuf4s50_1, nor2b_1, o311ai_2, and2_1, inv_1, ha_1, nor2_1, o211ai_1, a2111oi_0, xor2_1, o21ai_0, a211oi_1, o22ai_2, o41ai_2
* Crit path launch type: primary input
* OpenROAD warning count at 45
* Clk_skew at 0.01821 ns
* Vias per cell at 6.362
* Chip height at 162.1 µm
* Vias in the first global route at 12,020
* Total Routing Usage GR at 38.02%
* Num CTS Buffers at 17
* Unrepaired setup endpoints after global routing: false
* Post-place setup slack at 0.4146 ns
* Io pins at 22
* Commonest flop: dfxtp_1
* Antenna violations before repair at 0
* Num Clock Sinks at 127
* Critical path class: in2reg
==> through the flow <==
step                      hold WS [ns]  instance area (µm²)  instances
after detailed placement        0.4725                13280       1989
final                           0.4811                13830       2022
after global routing            0.5042                13830       2021
after CTS                       0.4818                13830       2021
after global placement          0.4540                13280       1989
after floorplan                 0.4296                12860       1704
==> cells by family (layout without fill, tap and decap cells) <==
kind of cell | after synthesis | count (layout)
AND/OR/NAND/NOR | 580 | 580
AND-OR/OR-AND | 530 | 530
buffers and inverters | 217 | 204
flip-flops | 127 | 127
adder cells (fa/ha/maj) | 101 | 101
XOR/XNOR | 83 | 83
multiplexers | 51 | 51
other | 1 | 16
==> per-layer routing <==
metal / part of all wire, % / up-vias / track usage (%)
li1: - / 6118 / -
met1: 44 / 6071 / 56.34
met2: 43 / 573 / 55.62
met3: 9.5 / 101 / 9.586
met4: 3.6 / 0 / 11.79
met5: 0 / - / 0
==> cell usage in the layout, fill, tap and decap left out, drive strengths merged, types with 13 or more instances in the layout <==
master   instances
nor2           178
nand2          172
a21oi          140
o21ai          122
inv            116
dfxtp           90
ha              85
xnor2           55
nor3            47
buf             46
nand3           44
edfxtp          37
mux2i           37
o211ai          32
xor2            28
nor2b           27
o21bai          21
a211oi          21
nand2b          20
o22ai           20
a21o            19
clkbuf          18
fa              16
nor4            16
conb            15
o221ai          14
a31oi           14
o2111ai         14
and2            13
nand4           13
==> power by group <==
group	leakage, µW	switching, µW	internal (µW)	total, µW
combinational	0.00406	1160	843	2000
sequential	0.00107	132	953	1080
clock	0.000266	466	545	1010
total	0.00540	1760	2340	4100
==> path summary, 6_finish.rpt <==
path,startpoint,endpoint,cells after the start
worst max-delay path,key[1],Core6502.p[1]$_SDFFE_PN0P_,14
worst min-delay path,Core6502.a[1]$_SDFFE_PN0P_,Core6502.a[1]$_SDFFE_PN0P_,2
worst max register to register,Core6502.src[3]$_DFF_P_,Core6502.a[6]$_SDFFE_PN0P_,12
worst min register to register,Core6502.a[1]$_SDFFE_PN0P_,Core6502.a[1]$_SDFFE_PN0P_,2
==> state kept, by name (all words and copies together) (netlist names), 3 cells and up <==
register,flops
Core6502.a,8
Core6502.p,4
Core6502.t,24
Core6502.s,8
Core6502.src,3
Core6502.y,8
Core6502.m,6
Core6502.op,7
Core6502.pc,16
Core6502.dst,3
Core6502.alu,4
Core6502.w,7
Core6502.x,8
Core6502.ab,16
==> cell type report <==
cell class | instances | area, µm²
multi-input combinational | 1360 | 9052
inverter | 114 | 434.2
tap | 330 | 412.9
clock buffer | 18 | 429.2
timing repair buffer | 58 | 462.9
clock inverter | 14 | 121.4
sequential | 127 | 2913
antenna | 1 | 2.502
fill | 2365 | 11350
==> critical path, delay by kind of cell <==
family	cells	cell delay, ns
AND-OR/OR-AND	7	2.11
AND/OR/NAND/NOR	3	0.86
buffers and inverters	2	0.75
adder cells (fa/ha/maj)	1	0.35
XOR/XNOR	1	0.23
No activity file was given, so power comes from the tool's default toggle rates.
